==> design/flow/constraint.sdc <==
current_design alub_8_bit

set clk_period 4.4
set clk_io_pct 0.2

create_clock -name clk0 -period $clk_period

set non_clock_inputs [all_inputs -no_clocks]
set_input_delay [expr $clk_period * $clk_io_pct] -clock clk0 $non_clock_inputs
set_output_delay [expr $clk_period * $clk_io_pct] -clock clk0 [all_outputs]
==> design/flow/run.sh <==
#!/bin/bash
# OpenROAD 26Q1-2900-gdf79404cd8, Yosys 0.63+post, stock flow scripts
make -C /OpenROAD-flow-scripts/flow DESIGN_CONFIG=/design/flow/config.mk WORK_HOME=/design/flow/orfs finish
==> design/flow/config.mk <==
export PLATFORM = sky130hd
export DESIGN_NAME = alub_8_bit
export DESIGN_NICKNAME = alub_8_bit
export VERILOG_FILES = /design/flow/design.v
export SDC_FILE = /design/flow/constraint.sdc
export NUM_CORES = 4
export LEC_CHECK = 1
export CORE_AREA = 10 10 70 70
export DIE_AREA = 0 0 80 80
==> design/flow/design.v <==
module alub_8_bit(oprand1, oprand2, select, zero, out);
	input [7:0]  oprand1;
	input [7:0] oprand2;
	input [2:0] select;
	output reg [7:0] out;
	output reg zero;
	always @ (oprand1, oprand2, select)
	begin
		case (select)
			3'b000: out = oprand2;
			3'b001: out = oprand2 + oprand1;
			3'b010: out = oprand1 & oprand2;
			3'b011: out = oprand2 | oprand1;
			default: out = 8'b00000000;
		endcase
	end
	always @ (out)
	begin
		zero = ~|out;
	end
endmodule
==> job_summary.md <==
## PnR job results

| Metric | Value |
|---|---|
| Largest net degree at the start of global routing | 11 |
| Vias | around 830 |
| Number of global-route vias before repair | about 800 |
| Buf/Inv on CP | 2 |
| ANT cells | 0 |
| Fin cells | ~180 |
| Final Hold Vio Count | 0 |
| Max IR drop VDD | between 0.02 and 0.03 mV |
| CP cell instances | clkdlybuf4s50_1 -> ha_2 -> fa_2 -> mux4_2 -> o31ai_2 -> nand4b_1 -> nor4_2 -> dlygate4sd2_1 |
| DP Area | between 1000 and 1500 µm² |
| Unrepaired setup endpoints after global routing | false |
| Die Span X | around 80 µm |
| GRT overflow | 0 |
| Critical Path RT | roughly 3500 ps |
| Distinct lib cells | 38 |
| Fmax | around 0.24 GHz |
| Max cap viols | 0 |
| Hold Slack | approximately 2900 ps |
| YS warnings | 1 |
| Most numerous logic cell after layout | clkdlybuf4s50_1 |
| Routability cong. | between 0.8 and 0.9 |
| Final min period | 4210 ps |
| CP max FO | 2 |
| Rel. slew slack | between 60% and 70% |
| Syn Inst Count | 103 |
| Flops | 0 |
| Xor/xnor share of the synthesized area | around 1.1% |
| Reg area | 0 µm² |
| Hold WC Path Type | input pin to primary output |
| DRT iter0 DRCs | 51 |
| I/O pin total | 28 |
| Crit path arrival time | 3330 ps |
| Top cells excl fill/tap | clkdlybuf4s50_1 (27), inv_1 (20), ha_1 (15), nand2_1 (9), buf_4 (7) |
| # rows | 21 |
| Logic area | 713 µm² |
| CP top delay family | buffers and inverters |
| Ao+oa area frac | roughly a quarter |
| Post-Syn Area per Cell | between 7 and 8 µm² |
| Placed wire-length estimate | 1910 µm |
| Clock buf count | 0 |
| Simple Share, Synth | between 10% and 20% |
| Actual slew at the worst max-slew pin | 568 ps |
| Slowest cell on crit path | clkdlybuf4s50_1 |
| TritonRoute pass-1 iters | 4 |
| Share of cells above drive strength 1 | between 10% and 20% |
| Vias per cell | approximately 4.6 |
| Mux cell area share after synthesis | 15.7% |
| Die area | 6400 µm² |
| Placed insts | about 180 |
| Final setup fails | 0 |
| Period utilization | a little over nine tenths |
| FP Core Util | about a quarter |
| DR DRC count | 0 |
| Status | completed |
| Setup Crit Path Kind | input pin to primary output |
| Final ANT Viol Nets | 0 |
| Top logic family | adder cells |
| Routed wire length | roughly 2200 µm |
| First-pass GRT wire length | about 3800 µm |
| Critical path launch point type | input pin |
| Max stage delay on crit path | 490 ps |
| Antenna violations before repair | 0 |
| Final slew viol count | 0 |
| Leakage dissipation | 0.561 nW |
| # Cells Yosys | about 100 |
| Worst Setup End Kind | primary output |
| Core footprint | 3420 µm² |
| Layout Utilization | between 30% and 40% |
| Tool warning count | around 40 |
| Register share after synthesis | 0% |
| Syn Std Cell Area | a little over 800 µm² |
| Port bufs | 28 |
| Area growth, synth to finish | 45.9% |
| Routed len/inst | ~12 µm |
| Die Y | roughly 80 µm |
| GRT Resource Usage Total | roughly 7% |
| Yosys stat chip area | roughly 800 µm² |
| Yosys adder share | between 20% and 30% |
| Fillers | between 300 and 400 |
| Post-Layout Inst Area | about 1200 µm² |
| Power per standard cell area | roughly 100 nW/µm² |
| Tot Pwr | ~0.00012 W |
==> power by group <==
| group | total, W | switching, W | internal [W] |
|---|---|---|---|
| registers | 0 | 0 | 0 |
| logic | 0.000119 | 0.0000518 | 0.0000675 |
| clock network | 0 | 0 | 0 |
| total | 0.000119 | 0.0000518 | 0.0000675 |
==> layout make-up <==
type	count	share of cell area (%)
Tap cell	46	4.84
Multi-Input combinational cell	77	60.0
Timing Repair Buffer	35	27.9
Inverter	23	7.26
==> final timing paths <==
check                 endpoint        from  cells after the start  slack, ps
worst max-delay path      zero  oprand2[0]                      8        190
worst min-delay path      zero   select[2]                      6       2870
==> cells in the mapped netlist (2+ instances only) <==
| cell | n | area (µm²) |
|---|---|---|
| inv_1 | 20 | 75.1 |
| a21oi_1 | 4 | 20.0 |
| a211o_1 | 2 | 17.5 |
| and2_1 | 2 | 12.5 |
| o21bai_1 | 2 | 15.0 |
| mux2i_1 | 6 | 60.1 |
| inv_2 | 2 | 7.51 |
| o211ai_2 | 2 | 25.0 |
| nand2_1 | 9 | 33.8 |
| mux4_2 | 3 | 67.6 |
| nor2_1 | 2 | 7.51 |
| ha_1 | 16 | 200 |
| nor3b_1 | 2 | 15.0 |
| buf_6 | 2 | 22.5 |
| o22ai_1 | 5 | 31.3 |
| a211oi_1 | 2 | 15.0 |
==> logic make-up after synthesis <==
group	Yosys count
XOR/XNOR	1
AND/OR/NAND/NOR	24
adder cells (fa/ha/maj)	17
buffers and inverters	26
AND-OR/OR-AND	26
multiplexers	9
==> layer usage <==
metal  up-vias  wire (µm)  part of all wire [%]  track usage (%)
met1       376       1030                    47             9.68
li1        438          -                     -                -
met4         0          0                     0                0
met3         0        141                   6.5             1.25
met2        17       1020                    47             11.2
met5         -          0                     0                0
==> stage by stage <==
stage          setup TNS, ps  worst slack (ps)
3_5_place_dp            -159              -159
4_1_cts                    0              57.7
3_3_place_gp            -140              -140
6_report                   0               187
2_1_floorplan              0               956
5_1_grt                    0              2.97
==> timing repair <==
action,in CTS,in global routing
hold buffers,0,0
gates resized,1,3
cloned,0,0
buffers inserted,0,0
pin swaps,1,3
endpoints found under the setup margin,1,2
Power and IR drop assume default switching activity.
